### flow/run.sh
#!/bin/bash
# OpenROAD 26Q1-2900-gdf79404cd8, Yosys 0.63+post, stock flow scripts
make -C /OpenROAD-flow-scripts/flow DESIGN_CONFIG=/design/flow/config.mk WORK_HOME=/design/flow/orfs finish
### flow/config.mk
export PLATFORM = sky130hd
export DESIGN_NAME = decoder_enhanced_synthesis
export DESIGN_NICKNAME = decoder_enhanced_synthesis
export VERILOG_FILES = /design/flow/design.v
export SDC_FILE = /design/flow/constraint.sdc
export NUM_CORES = 4
export LEC_CHECK = 1
export CORE_AREA = 10 10 947 947
export DIE_AREA = 0 0 957 957
### flow/constraint.sdc
current_design decoder_enhanced_synthesis

set clk_period 881.4
set clk_io_pct 0.2

create_clock -name clk0 -period $clk_period [get_ports {clk}]

set non_clock_inputs [all_inputs -no_clocks]
set_input_delay [expr $clk_period * $clk_io_pct] -clock clk0 $non_clock_inputs
set_output_delay [expr $clk_period * $clk_io_pct] -clock clk0 [all_outputs]
### flow/design.v
module decoder_enhanced(
    input [14*64-1:0] data_in,
    output [14*64-1:0] data_out,
    output [8*8-1:0] result_out
);
    wire [14*64-1:0] temp_01;
    wire [14*64-1:0] temp_02;
    wire [14*64-1:0] temp_03;
    wire [14*64-1:0] temp_04;
    wire [14*64-1:0] temp_05;
    wire [14*64-1:0] temp_06;
    wire [14*64-1:0] temp_07;
    decoder_sub D0(.data_in(data_in), .result(result_out[8*8-1:8*7]), .data_out(temp_01));
    decoder_sub D1(.data_in(temp_01), .result(result_out[8*7-1:8*6]), .data_out(temp_02));
    decoder_sub D2(.data_in(temp_02), .result(result_out[8*6-1:8*5]), .data_out(temp_03));
    decoder_sub D3(.data_in(temp_03), .result(result_out[8*5-1:8*4]), .data_out(temp_04));
    decoder_sub D4(.data_in(temp_04), .result(result_out[8*4-1:8*3]), .data_out(temp_05));
    decoder_sub D5(.data_in(temp_05), .result(result_out[8*3-1:8*2]), .data_out(temp_06));
    decoder_sub D6(.data_in(temp_06), .result(result_out[8*2-1:8*1]), .data_out(temp_07));
    decoder_sub D7(.data_in(temp_07), .result(result_out[8*1-1:8*0]), .data_out(data_out));    
endmodule
module decoder_sub(
    input [14*64-1:0] data_in,
    output [8-1:0] result,
    output [14*64-1:0] data_out
);
    wire [8-1:0] value;
    wire [6-1:0] zero_count;
    assign zero_count = data_in[14*64-1:14*64-6];
    assign value = data_in[14*64-7:14*63];
    assign result = (zero_count == 0) ? value : 8'b0;
    assign data_out = (zero_count == 0) ? (data_in << 14) : {(zero_count-1), value, data_in[14*63-1:0]};
endmodule
module decoder_enhanced_synthesis(
    input clk,
    input reset,
    input [14*64-1:0] data_in,
    output reg [14*64-1:0] data_out,
    output reg [8*8-1:0] result_out
);
    reg [14*64-1:0] data_in_q;
    wire [14*64-1:0] data_out_d;
    wire [8*8-1:0] result_out_d;
    wire [14*64-1:0] temp_01;
    wire [14*64-1:0] temp_02;
    wire [14*64-1:0] temp_03;
    wire [14*64-1:0] temp_04;
    wire [14*64-1:0] temp_05;
    wire [14*64-1:0] temp_06;
    wire [14*64-1:0] temp_07;
    decoder_sub D0(.data_in(data_in), .result(result_out_d[8*8-1:8*7]), .data_out(temp_01));
    decoder_sub D1(.data_in(temp_01), .result(result_out_d[8*7-1:8*6]), .data_out(temp_02));
    decoder_sub D2(.data_in(temp_02), .result(result_out_d[8*6-1:8*5]), .data_out(temp_03));
    decoder_sub D3(.data_in(temp_03), .result(result_out_d[8*5-1:8*4]), .data_out(temp_04));
    decoder_sub D4(.data_in(temp_04), .result(result_out_d[8*4-1:8*3]), .data_out(temp_05));
    decoder_sub D5(.data_in(temp_05), .result(result_out_d[8*3-1:8*2]), .data_out(temp_06));
    decoder_sub D6(.data_in(temp_06), .result(result_out_d[8*2-1:8*1]), .data_out(temp_07));
    decoder_sub D7(.data_in(temp_07), .result(result_out_d[8*1-1:8*0]), .data_out(data_out_d));    
    always @(posedge clk) begin
        if (!reset) begin
            data_in_q <= 0;
            result_out <= 0;
            data_out <= 0;
        end else begin
            data_in_q <= data_in;
            data_out <= data_out_d;
            result_out <= result_out_d;
        end
    end
endmodule
==> impl_metrics.sql <==
-- flow metrics import
INSERT INTO impl_metrics (metric_group, metric, value, unit) VALUES
('global_routing', 'antenna_found_initial', '288', ''),
('yosys', 'main_synth_ff_type', 'sky130_fd_sc_hd__dfxtp_1', ''),
('sta', 'unrepaired_setup_endpoints_after_global_routing', 'false', ''),
('placed_design', 'numPortBuffers', '1857', ''),
('yosys', 'synth_async_sr_flop_share', '0', '%'),
('job', 'reported_max_cap_violation_count', '0', ''),
('yosys', 'synth-seq-cells', '960', ''),
('cts', 'ctsHtreeMaxLevel', '4', ''),
('cts', 'cts_buffer_depth', '4', ''),
('cts', 'clkSinkCount', '960', ''),
('cts', 'cts.repair_timing.setup_buffer_count', '0', ''),
('cells_and_area', 'final_layout_size_suffix_gt1_share', '6.02', '%'),
('cells_and_area', 'syn_to_final_growth', '36.8', '%'),
('sta', 'timing.slew.headroom', '13.7', '%'),
('sta', 'post-route-period-util', '22.0', '%'),
('yosys', 'yosys-stat-area', '102000', 'µm²'),
('drt', 'drc', '0', ''),
('cts', 'cts_hold_repair.buffers', '0', ''),
('floorplan', 'placeable_core_region', '876000', 'µm²'),
('global_routing', 'global_route_wire_length_before_repair', '1200000', 'µm'),
('placed_design', 'place_congestion', '1.02', ''),
('global_routing', 'grt_overflow', '0', ''),
('drt', 'wl_per_cell', '35.6', 'µm'),
('sta', 'setup-violations-final', '0', ''),
('job', 'stage_log_warnings', '51', ''),
('floorplan', 'pre_place_util', '11.6', '%'),
('sta', 'tightest_slew', '1.29', 'ns'),
('sta', 'min_period', '194.01', 'ns'),
('yosys', 'postSynthSeqShare', '18.9', '%'),
('sta', 'finalHoldViolations', '0', ''),
('worst_setup_path', 'endpoint_kind', 'flop', ''),
('drt', 'drt_iter0_markers', '11700', ''),
('worst_setup_path', 'cpPeakStageDelay', '0.66', 'ns'),
('yosys', 'post_synth_num_cell_types', '88', ''),
('yosys', 'enable_flop_cells', '0', ''),
('cts', 'clock_tree_from_tritoncts', 'yes', ''),
('drt', 'route.antenna.remaining_nets', '0', ''),
('drt', 'detail_route.first_pass.iterations', '8', ''),
('yosys', 'syn-mean-instance-area', '7.65', 'µm²'),
('drt', 'totalWireLength', '946000', 'µm'),
('drt', 'route.layer.met1.wl', '368000', 'µm'),
('placed_design', 'detailedPlacementHpwl', '807000', 'µm'),
('worst_setup_path', 'timing.critical_path.max_delay_family', 'buffers and inverters', ''),
('cells_and_area', 'most-common-layout-cells', 'sky130_fd_sc_hd__mux2i_1, sky130_fd_sc_hd__nand2_1, sky130_fd_sc_hd__clkdlybuf4s50_1', ''),
('floorplan', 'floorplan.die.height', '957', 'µm'),
('global_routing', 'grt.total_usage', '20.0', '%'),
('worst_setup_path', 'crit_top_cell', 'sky130_fd_sc_hd__buf_4', ''),
('drt', 'post_detailed_route_via_to_cell_ratio', '4.27', ''),
('sta', 'max_freq', '5.15', 'MHz'),
('cells_and_area', 'filler_cell_count', '99600', ''),
('yosys', 'ys_cells', '13300', ''),
('drt', 'top_layer', 'met5', ''),
('hold_path', 'holdCritPathClass', 'in -> reg', ''),
('cells_and_area', 'final_common_cell', 'sky130_fd_sc_hd__mux2i_1', ''),
('yosys', 'post_synth_inst_count', '13300', ''),
('power', 'p_per_area', '2.07', 'nW/µm²'),
('floorplan', 'fp-row-count', '344', ''),
('power', 'power.leakage', '47.0', 'nW'),
('drt', 'routed-via-count', '113000', ''),
('global_routing', 'grt_pass1_vias', '111000', ''),
('floorplan', 'die_w', '957', 'µm'),
('worst_setup_path', 'worst-endpoint-required', '882.24', 'ns'),
('cts', 'clock_pin_transition_on_the_worst_setup_and_hold_timing_paths', '0.06', 'ns'),
('cts', 'number_of_buffers_created_by_cts', '150', ''),
('power', 'ir_drop', '0.00194', 'mV'),
('worst_setup_path', 'timing.critical_path.buf_inv', '15', ''),
('outcome', 'outcome', 'finished clean', ''),
('cts', 'post_cts_resized', '0', ''),
('sta', 'report.final.slew_viol_count', '0', ''),
('worst_setup_path', 'crit_type', 'in -> reg', ''),
('floorplan', 'chipArea', '916000', 'µm²');
cell usage after synthesis (14+ instances only):
cell,instances,area (µm²)
sky130_fd_sc_hd__o2bb2ai_1,15,131
sky130_fd_sc_hd__buf_2,263,1320
sky130_fd_sc_hd__nand2b_1,18,113
sky130_fd_sc_hd__a222oi_1,14,140
sky130_fd_sc_hd__a211oi_1,188,1410
sky130_fd_sc_hd__a31oi_1,19,119
sky130_fd_sc_hd__mux2_1,16,180
sky130_fd_sc_hd__a22oi_1,17,128
sky130_fd_sc_hd__clkbuf_1,623,2340
sky130_fd_sc_hd__o22ai_1,18,113
sky130_fd_sc_hd__nand2_1,2660,9980
sky130_fd_sc_hd__dfxtp_1,960,19200
sky130_fd_sc_hd__o211a_1,17,170
sky130_fd_sc_hd__o21a_1,16,120
sky130_fd_sc_hd__mux2_2,69,777
sky130_fd_sc_hd__a21oi_1,150,751
sky130_fd_sc_hd__or3_1,63,394
sky130_fd_sc_hd__a21boi_0,15,113
sky130_fd_sc_hd__o22a_1,16,140
sky130_fd_sc_hd__o31ai_1,21,158
sky130_fd_sc_hd__o221a_1,26,293
sky130_fd_sc_hd__o21ai_0,199,996
sky130_fd_sc_hd__and2_1,16,100
sky130_fd_sc_hd__buf_4,84,631
sky130_fd_sc_hd__a221oi_1,16,140
sky130_fd_sc_hd__mux2i_1,4791,48000
sky130_fd_sc_hd__o221a_2,39,439
sky130_fd_sc_hd__a22o_1,44,385
sky130_fd_sc_hd__o211ai_1,15,113
sky130_fd_sc_hd__buf_1,209,785
sky130_fd_sc_hd__inv_1,14,52.6
sky130_fd_sc_hd__and3_1,129,807
sky130_fd_sc_hd__nand3_1,72,360
sky130_fd_sc_hd__nor3_1,690,3450
sky130_fd_sc_hd__nor2_1,1655,6210
path summary, 6_finish.rpt:
check	start	endpoint	slack, ns	depth (start not counted)
worst min-delay path	reset	data_out[103]	175.66	2
worst max-delay path	data_in[891]	data_out[442]	687.40	58
registers in the layout, indices dropped and copies added, names as in the netlist:
register    count
data_out      896
result_out     64
metrics by stage:
step	utilization, %	hold WS, ns	cells	setup slack, ns	instance area, µm²
finish	15.9	175.66	26600	687.40	139000
global route	15.9	175.59	26500	686.18	139000
CTS	15.8	175.52	26300	687.77	139000
detailed placement	15.2	176.64	26000	686.76	133000
global placement	15.2	176.64	26000	686.67	133000
floorplan	-	176.43	13300	687.94	102000
metal layers:
metal  up-vias  global-route usage (%)
li1      49900                       -
met1     56600                    24.1
met2      5486                    31.7
met3      1390                    4.80
met4       134                    13.5
met5         -                       0
final cells by class:
type | count | area, µm² | area share (%)
Clock buffer | 184 | 4070 | 2.92
Tap cell | 11600 | 14500 | 10.4
Antenna cell | 294 | 736 | 0.528
Sequential cell | 960 | 19200 | 13.8
Timing Repair Buffer | 2289 | 22000 | 15.8
Multi-Input combinational cell | 11200 | 77600 | 55.7
Inverter | 15 | 63.8 | 0.0458
Clock inverter | 88 | 1160 | 0.829
logic make-up after synthesis:
kind of cell	synth area share [%]
XOR/XNOR	0.103
AND-OR/OR-AND	6.42
adder cells (fa/ha/maj)	0.111
AND/OR/NAND/NOR	21.4
flip-flops	18.9
multiplexers	48.0
buffers and inverters	5.10
power breakdown:
group / internal (mW) / total [mW] / switching (mW)
registers: 0.0545 / 0.0650 / 0.0105
logic: 0.0550 / 0.157 / 0.102
clock network: 0.0386 / 0.0667 / 0.0281
Power figures rest on the tool's default switching activity, not on a simulated workload.
