==> flow/design.v <==
module TPmem
#( parameter BW = 12 )
(  input [8*BW-1:0]  i_data,
   input	   i_enable,
   input 	   i_clk,
   input	   i_Reset,
   output reg [8*BW-1:0] o_data,
   output reg	   o_en
);
reg [4-1:0]  counter ;
reg [8*BW-1:0] array [8-1:0];
reg [8*BW-1:0] data_out;
wire [8*BW-1:0] col [8-1:0];
wire [3-1:0] index = counter[3-1:0] ;
wire [8*BW-1:0] w_data;
wire	      w_en;
always@(posedge i_clk) begin
    if(~i_Reset) begin
    counter <= 4'b0;
    o_data <= {BW{8'b0}};
    o_en <= 1'b0; 
    end
    else    begin
	o_data <= w_data ;
	o_en <= w_en ;
        if(i_enable) 
        counter <= counter + 4'b1;
        else begin    
            if(counter[3]==1'b1)
	            counter <= counter + 4'b1;
    	    else    
    	        counter <= counter ;
    	    end
    end
end
always@(posedge i_clk) begin
    if(~i_Reset) begin
	array[7] <= {BW{8'b0}};
	array[6] <= {BW{8'b0}};
	array[5] <= {BW{8'b0}};
	array[4] <= {BW{8'b0}};
	array[3] <= {BW{8'b0}};
	array[2] <= {BW{8'b0}};
	array[1] <= {BW{8'b0}};
	array[0] <= {BW{8'b0}};
    end
    else    begin
	if(i_enable) begin
	array[index] <= i_data ;
	end
    end
end
assign col[0] = {{array[0][8*BW-1:7*BW]},{array[1][8*BW-1:7*BW]},{array[2][8*BW-1:7*BW]},{array[3][8*BW-1:7*BW]},{array[4][8*BW-1:7*BW]},{array[5][8*BW-1:7*BW]},{array[6][8*BW-1:7*BW]},{array[7][8*BW-1:7*BW]}} ; 
assign col[1] = {{array[0][7*BW-1:6*BW]},{array[1][7*BW-1:6*BW]},{array[2][7*BW-1:6*BW]},{array[3][7*BW-1:6*BW]},{array[4][7*BW-1:6*BW]},{array[5][7*BW-1:6*BW]},{array[6][7*BW-1:6*BW]},{array[7][7*BW-1:6*BW]}} ; 
assign col[2] = {{array[0][6*BW-1:5*BW]},{array[1][6*BW-1:5*BW]},{array[2][6*BW-1:5*BW]},{array[3][6*BW-1:5*BW]},{array[4][6*BW-1:5*BW]},{array[5][6*BW-1:5*BW]},{array[6][6*BW-1:5*BW]},{array[7][6*BW-1:5*BW]}} ; 
assign col[3] = {{array[0][5*BW-1:4*BW]},{array[1][5*BW-1:4*BW]},{array[2][5*BW-1:4*BW]},{array[3][5*BW-1:4*BW]},{array[4][5*BW-1:4*BW]},{array[5][5*BW-1:4*BW]},{array[6][5*BW-1:4*BW]},{array[7][5*BW-1:4*BW]}} ; 
assign col[4] = {{array[0][4*BW-1:3*BW]},{array[1][4*BW-1:3*BW]},{array[2][4*BW-1:3*BW]},{array[3][4*BW-1:3*BW]},{array[4][4*BW-1:3*BW]},{array[5][4*BW-1:3*BW]},{array[6][4*BW-1:3*BW]},{array[7][4*BW-1:3*BW]}} ; 
assign col[5] = {{array[0][3*BW-1:2*BW]},{array[1][3*BW-1:2*BW]},{array[2][3*BW-1:2*BW]},{array[3][3*BW-1:2*BW]},{array[4][3*BW-1:2*BW]},{array[5][3*BW-1:2*BW]},{array[6][3*BW-1:2*BW]},{array[7][3*BW-1:2*BW]}} ; 
assign col[6] = {{array[0][2*BW-1:1*BW]},{array[1][2*BW-1:1*BW]},{array[2][2*BW-1:1*BW]},{array[3][2*BW-1:1*BW]},{array[4][2*BW-1:1*BW]},{array[5][2*BW-1:1*BW]},{array[6][2*BW-1:1*BW]},{array[7][2*BW-1:1*BW]}} ; 
assign col[7] = {{array[0][1*BW-1:0*BW]},{array[1][1*BW-1:0*BW]},{array[2][1*BW-1:0*BW]},{array[3][1*BW-1:0*BW]},{array[4][1*BW-1:0*BW]},{array[5][1*BW-1:0*BW]},{array[6][1*BW-1:0*BW]},{array[7][1*BW-1:0*BW]}} ; 
always@(*) begin
    if(counter[3]==1'b1) begin
    data_out = col[index] ;
    end
    else    begin
    data_out = {BW{8'b0}}; 
    end
end
assign w_en = counter[3] ;
assign w_data = data_out ; 
endmodule
==> flow/run.sh <==
#!/bin/bash
# OpenROAD 26Q1-2900-gdf79404cd8, Yosys 0.63+post, stock flow scripts
make -C /OpenROAD-flow-scripts/flow DESIGN_CONFIG=/design/flow/config.mk WORK_HOME=/design/flow/orfs finish
==> flow/config.mk <==
export PLATFORM = sky130hd
export DESIGN_NAME = TPmem
export DESIGN_NICKNAME = TPmem
export VERILOG_FILES = /design/flow/design.v
export SDC_FILE = /design/flow/constraint.sdc
export NUM_CORES = 4
export LEC_CHECK = 1
export CORE_UTILIZATION = 50
==> flow/constraint.sdc <==
current_design TPmem

set clk_period 28.8
set clk_io_pct 0.2

create_clock -name clk0 -period $clk_period [get_ports {i_clk}]

set non_clock_inputs [all_inputs -no_clocks]
set_input_delay [expr $clk_period * $clk_io_pct] -clock clk0 $non_clock_inputs
set_output_delay [expr $clk_period * $clk_io_pct] -clock clk0 [all_outputs]
==> flow_summary.toml <==
# synthesis and place-and-route metrics
[synth]
largest_area_cell = "edfxtp_1"
edf_count = 768
synth_top_area_share_pct = 64.7
synth-simple-area-share_pct = 14.6
synth-main-ff-cell = "edfxtp_1"
common_cells = "and2_1, edfxtp_1, a22oi_1"
compound_area_share_pct = 12.1
syn_area_mm2 = 0.0356
yosys_cells = 2513
ys_top_logic_family = "simple AND/OR/NAND/NOR gates"
xor_area_share_pct = 0.0246
area_leaders = "edfxtp_1, and2_1, dfxtp_1"
top_cell = "and2_1"
adder_share_pct = 0.246
ys_seq_elements = 869
synth.distinct_cells = 40
syn_avg_cell_area_um2 = 14.2
synth_seq_share_pct = 70.4
yosys_area_mm2 = 0.0356
async_reset_ff_share_pct = 0
yosysWarnings = 1
netlist_instances = 2513
muxShareOfSynthArea_pct = 0.0281

[setup_path]
end_kind = "flop"
cpPeakStageDelay_ps = 690
crit_family = "buffers and inverters"
cp.buffers_inverters = 4
cp.required_ps = 29060
cpMostUsedCell = "buf_4"
critPathMaxFanout = 97
crit_arrival_ps = 9060
crit_path_start_kind = "input pin"
worstPathCellList = "clkdlybuf4s50_1 > buf_4 > nand3b_4 > nor3_4 > buf_4 > nand2b_4 > buf_4"
critical_path_class = "in2reg"
cpMaxStageDelayCell = "buf_4"

[place]
numPortBuffers = 195
gp_congestion = 0.873
post-dp-hpwl_mm = 67.3

[power]
leakage_nw = 14.8
max-vdd-ir-drop_v = 0.0000440
power_density_mw_per_mm2 = 67.5

[route]
postRouteWirelength_mm = 112
ant_nets = 0
drt-vias-per-instance = 5.89
drc = 0
wl_per_cell_um = 30.6
vias = 21638
drt-pass1-iter-count = 5
drt_iter0_drc = 1587

[clocking]
cts_made_buffers = 89
postCtsSetupBuffers = 0
clk_root_buffer_cell = "clkbuf_16"
cts_resized = 0
h-tree-depth = 3
cts_tree = "yes"
clk_pin_slew_worst_paths_ps = 60
cts.sinks = 869
clk_latency_ps = 640
hold_buffers = 0
cts_buffer_depth = 3

[global_routing]
antenna_found_initial = 26
use_met3_pct = 24.6
grtUsageTotal_pct = 34.9
grt_pass1_wl_mm = 157
met2_usage_pct = 48.2
grtUsageMet1_pct = 45.4
overflow = 0
grt_pass1_vias = 21826
grt_max_degree = 105
top_usage_layer = "met2"

[timing]
skew_ps = 20.8
rsz0062_at_grt = "false"
report.final.slew_viol_count = 0
max_slew_margin_pct = 34.5
tightest_slew_ps = 980
final.period_utilization_pct = 30.6
max_freq_mhz = 114
layout_min_cycle_time_ps = 8800
hold_viol = 0
setup_viol = 0
fin_tns_setup_ps = 0

[floorplan]
num_rows = 97
fp.dieW_um = 269
initCoreUtil_pct = 50.7
die-area_mm2 = 0.0723
coreArea_mm2 = 0.0703
num_io_pins = 196
dieHeight_um = 269

[cells_and_area]
area_delta_synth_final_pct = 15.9
seq_area_mm2 = 0.0251
comb_area_mm2 = 0.00978
fin_util_pct = 58.7
fill_cells = 5159
drive_gt1_share_pct = 7.68

[hold_path]
hp-class = "reg2reg"

[run]
warnings = 32
cap_viol_max_count = 0

[status]
status = "completed"
per-stage QoR:
step                instances  power (W)  hold WS (ps)  area [um2]  setup slack (ps)
finish                   3673    0.00279           526       41300             20000
global route             3665    0.00286           555       41300             19790
CTS                      3662    0.00280           532       41200             20040
detailed placement       3495    0.00170           514       38400             19370
global placement         3495    0.00169           509       38400             19460
floorplan                2513    0.00159           496       35600             15430
sequential cells by signal (all words and copies together) (netlist names):
register  cells
array       768
counter       4
o_data       96
o_en          1
path summary, 6_finish.rpt:
| path | to | depth (start not counted) | slack (ps) | from |
|---|---|---|---|---|
| setup / recovery | array[0][32] | 7 | 20000 | i_Reset |
| hold / removal | o_data[5] | 2 | 530 | array[7][89] |
| setup reg to reg | o_data[11] | 9 | 24550 | counter[2] |
| hold reg to reg | o_data[5] | 2 | 530 | array[7][89] |
where the power goes:
group	switching [W]	total [W]	internal (W)
Sequential	0.0000160	0.00144	0.00143
Clock	0.000466	0.00112	0.000653
Combinational	0.000164	0.000225	0.0000612
Total	0.000646	0.00279	0.00214
cells in the final DEF, fill, tap and decap left out, types with 32 or more instances in the layout:
master and instances:
edfxtp_1 768, clkbuf_16 93, dfxtp_1 100, and2_1 771
a21oi_1 51, o21ai_0 97, buf_4 49, clkdlybuf4s50_1 195
a22o_1 97, a222oi_1 73, clkbuf_1 32, a21o_1 44
a31oi_1 44, a22oi_1 146, nand2_1 47
routing by layer:
metal,part of all wire (%),vias to the layer above
met5,0.42,-
met4,4.2,12
met3,17,220
met2,44,1352
met1,34,10392
li1,-,9662
cell type report:
cell class                 instances  share of cell area (%)
clock buffer                     138                    6.36
tap                              940                    2.85
clock inverter                    29                   0.530
inverter                           4                  0.0364
antenna                           11                  0.0667
timing repair buffer             245                    5.67
multi-input combinational       1437                    23.7
sequential                       869                    60.8
cells by family (layout without fill, tap and decap cells):
group,count (synthesis),in the layout
XOR/XNOR,1,1
AND-OR/OR-AND,586,586
other,0,11
buffers and inverters,207,416
AND/OR/NAND/NOR,842,842
adder cells (fa/ha/maj),7,7
flip-flops,869,869
multiplexers,1,1
worst min-delay path, delay by kind of cell (launching register included):
kind            cells  cell delay (ps)
flops               1              310
compound gates      2              170
No activity file was given, so power comes from the tool's default toggle rates.
